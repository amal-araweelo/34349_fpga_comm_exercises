### /design/flow/run.sh
#!/bin/bash
# OpenROAD 26Q1-2900-gdf79404cd8, Yosys 0.63+post, stock flow scripts
make -C /OpenROAD-flow-scripts/flow DESIGN_CONFIG=/design/flow/config.mk WORK_HOME=/design/flow/orfs finish
### /design/flow/config.mk
export PLATFORM = sky130hd
export DESIGN_NAME = fcs_serial_check
export DESIGN_NICKNAME = fcs_serial_check
export VERILOG_FILES = /design/flow/design.v
export SDC_FILE = /design/flow/constraint.sdc
export NUM_CORES = 4
export LEC_CHECK = 1
export CORE_UTILIZATION = 30
### /design/flow/constraint.sdc
current_design fcs_serial_check

set clk_period 3.9
set clk_io_pct 0.2

create_clock -name clk0 -period $clk_period [get_ports {clk}]

set non_clock_inputs [all_inputs -no_clocks]
set_input_delay [expr $clk_period * $clk_io_pct] -clock clk0 $non_clock_inputs
set_output_delay [expr $clk_period * $clk_io_pct] -clock clk0 [all_outputs]
### /design/flow/design.v
module fcs_serial_check (
    input  logic clk,              
    input  logic reset,            
    input  logic start_of_frame,   
    input  logic end_of_frame,     
    input  logic data_in,          
    output logic fcs_error        
  );
  logic [31:0] crc_r;
  logic        in_frame;
  logic [6:0]  start_cntr;
  logic [6:0]  fcs_bit_cntr;
  logic        fcs_error_r;
  logic fb;
  always_comb begin
    if (start_cntr < 'd32 && start_cntr != 'd0) begin
      fb = ~data_in ^ crc_r[31];   
    end else if (start_of_frame) begin
      fb = ~data_in ^ crc_r[31];  
    end else if (fcs_bit_cntr < 'd32) begin
      fb = ~data_in ^ crc_r[31];  
    end else if (end_of_frame) begin
      fb = ~data_in ^ crc_r[31];  
    end else begin
      fb = data_in ^ crc_r[31];   
    end
  end
  assign fcs_error = fcs_error_r;  
  always_ff @(posedge clk) begin
    fcs_error_r <= 'b0;  
    if (!reset) begin
      crc_r        <= 'b0;
      start_cntr   <= 'd32;
      fcs_bit_cntr <= 'd32;
      in_frame     <= 'b0;
      fcs_error_r  <= 'b0;
    end else begin
      if (start_of_frame) begin
          in_frame <= 'b1;
          start_cntr <= 'd31;
      end
      if (end_of_frame) begin
        fcs_bit_cntr <= fcs_bit_cntr - 7'd1;
      end
      if (start_of_frame || in_frame) begin  
        crc_r[31] <= crc_r[30];  
        crc_r[30] <= crc_r[29];
        crc_r[29] <= crc_r[28];
        crc_r[28] <= crc_r[27];
        crc_r[27] <= crc_r[26];
        crc_r[26] <= crc_r[25] ^ crc_r[31];
        crc_r[25] <= crc_r[24];
        crc_r[24] <= crc_r[23];
        crc_r[23] <= crc_r[22] ^ crc_r[31];
        crc_r[22] <= crc_r[21] ^ crc_r[31];
        crc_r[21] <= crc_r[20];
        crc_r[20] <= crc_r[19];
        crc_r[19] <= crc_r[18];
        crc_r[18] <= crc_r[17];
        crc_r[17] <= crc_r[16];
        crc_r[16] <= crc_r[15] ^ crc_r[31];
        crc_r[15] <= crc_r[14];
        crc_r[14] <= crc_r[13];
        crc_r[13] <= crc_r[12];
        crc_r[12] <= crc_r[11] ^ crc_r[31];
        crc_r[11] <= crc_r[10] ^ crc_r[31];
        crc_r[10] <= crc_r[9]  ^ crc_r[31];
        crc_r[9]  <= crc_r[8];
        crc_r[8]  <= crc_r[7] ^ crc_r[31];
        crc_r[7]  <= crc_r[6] ^ crc_r[31];
        crc_r[6]  <= crc_r[5];
        crc_r[5]  <= crc_r[4] ^ crc_r[31];
        crc_r[4]  <= crc_r[3] ^ crc_r[31];
        crc_r[3]  <= crc_r[2];
        crc_r[2]  <= crc_r[1] ^ crc_r[31];
        crc_r[1]  <= crc_r[0] ^ crc_r[31];
        crc_r[0]  <= fb;
        if (start_cntr < 7'd32 && start_cntr != 7'd0) start_cntr <= start_cntr - 7'd1;
        else if (start_cntr == 7'd1) start_cntr <= 7'd0;  
        if (fcs_bit_cntr < 7'd32) fcs_bit_cntr <= fcs_bit_cntr - 7'd1;
        else if (fcs_bit_cntr == 7'd1) fcs_bit_cntr <= 7'd0;
        if (fcs_bit_cntr == 7'd0) begin
          fcs_error_r <= (crc_r == 32'h0000_0000) ? 1'b0: 1'b1;
          in_frame <=1'b0;
          crc_r <= 32'b0;
          start_cntr   <= 7'd32;
          fcs_bit_cntr <= 7'd32;
        end
      end
    end
  end
endmodule
==> flow_summary.ini <==
; generated from flow reports
[yosys]
post_syn_instances = 219
synth_top_cell_by_area = sky130_fd_sc_hd__dfxtp_1
yosys.cell_count.top_type = sky130_fd_sc_hd__dfxtp_1
netlist_top_cells_area = sky130_fd_sc_hd__dfxtp_1, sky130_fd_sc_hd__a22o_1, sky130_fd_sc_hd__xor2_1
ys_async_sr_fraction = 0
postSynthAreaPerCell_sq_um = 9.63
synth.ff_latch_count = 48
synthTopCellsByCount = sky130_fd_sc_hd__dfxtp_1, sky130_fd_sc_hd__a22o_1, sky130_fd_sc_hd__nor2_1
syn_area_sq_um = 2110
synth_stat.cells = 219
yosys.stat.seqShare = 0.456
yosysWarnings = 1
ys_area_sq_um = 2110
top_area_frac = 0.456
edf_count = 0
ys_types = 44
dominant_flop_cell = sky130_fd_sc_hd__dfxtp_1

[route]
dr.max_layer_used = met4
avgRoutedWirePerCell_um = 12.5
drc = 0
met3WireLength_um = 145
count_of_vias_placed_by_the_detailed_router = 1579
wl_met1_um = 2160
antennaDiodeCount = 0
route.detailed.vias_per_inst = 4.95
wl_met2_um = 1650
first_iteration_detailed_routing_drc_count = 80
drt_pre_antenna_iters = 4
route.antenna.remaining_nets = 0
wire_length_reported_by_the_detailed_router_um = 4000

[placement]
place_ws_ns = 0.913
hpwl_um = 2580
global_placement_routability_congestion = 0.797
io_buffer_count = 5
placedCellCount = 311

[sta]
setup-violations-final = 0
min_period_over_period = 0.690
post-route-min-period_ns = 2.69
final_max_slew_viol_count = 0
timing.fmax_mhz = 371
fin_setup_tns_ns = 0
tightestPinTransition_ns = 0.685
timing.slew.headroom = 0.542
report.final.hold_viol_count = 0
fin_ws_ns = 1.21
setup_repair_after_global_routing_missed_its_margin = no
clock_skew_ns = 0.00850

[floorplanning]
fp.coreArea_sq_um = 6790
core_density_at_floorplan = 0.310
io_pins = 6
die_x_um = 85.9
floorplan.die.height_um = 85.9
chip_area_sq_um = 7370
rows = 30

[worst_setup_path]
worstReg2RegStart = fcs_bit_cntr[2]
crit_path_start_kind = input pin
rr_endpoint = fcs_bit_cntr[3]
critical_path_required_ns = 4.07
critPathKind = in2reg
endpoint_type_of_the_worst_setup_path = flop
reg2reg_depth = 5
crit_path_start = start_of_frame
cp_data_arrival_time_ns = 2.86
setup.reg_to_reg.worst_slack_ns = 1.77
critPathMaxFanout = 28

[power]
ir_drop_v = 0.000152
cellPowerDensity_nw_per_um2 = 531
static-leakage-power_nw = 0.920

[grt]
grt_antenna_before_repair = 0
grt_overflow = 0
wire_length_of_the_first_global_routing_pass_um = 6960
largest_net_degree_at_the_start_of_global_routing = 30
vias_in_the_first_global_route = 1432
global_route_usage_over_all_layers = 0.119

[cts]
worst_skew_pair.late_latency_ns = 0.30
hold_buffers = 0
cts_sinks = 48
clk_pin_slew_ns = 0.09
htreeDepth = 2
tritoncts = done
cts-buffers-inserted = 5
cts.repair_timing.setup_buffer_count = 0
cts-resized-gates = 0
cts.root.buffer_cell = sky130_fd_sc_hd__clkbuf_8
ctsLongestPathBuffers = 2

[outcome]
run_status = completed

[finish]
layout.area.seq_sq_um = 961
instances_no_fill = 319
num-fill-cells = 676
drive_gt1_frac = 0.0807
comb_area_sq_um = 1060
synthToLayoutAreaGrowth_pct = 13.8

[hold_path]
hold_path_class = reg2reg
min_from = fcs_bit_cntr[6]
worstHoldPathCells = 2
hold-path-endpoint = fcs_bit_cntr[6]

[run]
tool_warnings = 27
max_cap_viol_count = 0
[cell type report]
type	instances	area share
Timing Repair Buffer	9	0.0334
Multi-Input combinational cell	148	0.443
Sequential cell	48	0.400
Tap cell	96	0.0501
Clock inverter	3	0.0287
Inverter	10	0.0156
Clock buffer	5	0.0287
[flip-flops by register name, summed over array words and instances (netlist names)]
signal,count
in_frame,1
fcs_bit_cntr,7
start_cntr,7
crc_r,32
fcs_error_r,1
[worst max path at each step]
stage | end | slack, ns | cells past startpoint
after CTS | fcs_bit_cntr[3] | 1.23 | 7
after global routing | start_cntr[1] | 1.06 | 7
final | fcs_bit_cntr[3] | 1.21 | 7
[report_power, final]
group	total [mW]	switching [mW]	internal [mW]	leakage, nW
logic	0.267	0.160	0.106	0.461
registers	0.577	0.0453	0.532	0.390
clock network	0.430	0.172	0.258	0.0687
[cell usage in the layout, fill, tap and decap left out, drive strengths merged, types with 4 or more instances in the layout]
| cell type | count |
|---|---|
| dfxtp | 48 |
| xor2 | 9 |
| ha | 4 |
| o21ai | 10 |
| a22o | 26 |
| nand2 | 8 |
| nand3 | 4 |
| or3 | 4 |
| a21oi | 5 |
| nor2b | 7 |
| nor2 | 13 |
| clkdlybuf4s50 | 5 |
| xnor2 | 7 |
| clkbuf | 5 |
| a22oi | 6 |
| buf | 4 |
| nor4 | 9 |
| inv | 11 |
[through the flow]
stage                     area, sq um  hold slack [ns]  total power, mW  utilization
final                            2400            0.478             1.27        0.353
after global routing             2400            0.499             1.35        0.353
after CTS                        2400            0.476             1.28        0.353
after detailed placement         2260            0.463            0.851        0.333
after global placement           2260            0.454            0.852        0.333
after floorplan                  2110            0.438            0.787            -
[routing by layer]
metal / vias up / global-route usage
li1: 821 / -
met1: 726 / 0.197
met2: 27 / 0.169
met3: 5 / 0.0225
met4: 0 / 0.0121
met5: - / 0
[worst max-delay path: stages]
cell and delay [ns]:
sky130_fd_sc_hd__clkdlybuf4s50_1 0.71, sky130_fd_sc_hd__nor2_1 0.08, sky130_fd_sc_hd__buf_4 0.18, sky130_fd_sc_hd__and2_1 0.16
sky130_fd_sc_hd__buf_4 0.22, sky130_fd_sc_hd__nor2_1 0.57, sky130_fd_sc_hd__o41ai_1 0.16
[cell families (layout without fill, tap and decap cells)]
logic type	count (synthesis)	count (layout)	synth area share
AND-OR/OR-AND	66	66	0.248
AND/OR/NAND/NOR	62	62	0.163
flip-flops	48	48	0.456
buffers and inverters	23	27	0.0433
XOR/XNOR	16	16	0.0664
adder cells (fa/ha/maj)	4	4	0.0237
Power and IR drop assume default switching activity.
