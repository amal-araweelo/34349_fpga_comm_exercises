## design/flow/design.v

```verilog
module fcs_parallel_check (
    input  logic        clk,
    input  logic        reset,
    input  logic        start_of_frame,
    input  logic        end_of_frame,
    input  logic [7:0]  data_in,
    output logic        fcs_error
);
  logic [31:0] crc_r;
  logic        in_frame;
  logic [3:0]  start_cntr;       
  logic [3:0]  fcs_byte_cntr;    
  logic        fcs_error_r;
  logic [7:0]  data_proc;
  assign fcs_error = fcs_error_r;
  always_comb begin
    data_proc = data_in;  
    if (start_cntr < 4 && start_cntr != 0)
      data_proc = ~data_in;   
    else if (start_of_frame)
      data_proc = ~data_in;  
    else if (fcs_byte_cntr < 4)
      data_proc = ~data_in;  
    else if (end_of_frame)
      data_proc = ~data_in;  
  end
  always_ff @(posedge clk) begin
    fcs_error_r <= 1'b0;  
    if (!reset) begin
      crc_r         <= 32'b0;
      start_cntr    <= 4;
      fcs_byte_cntr <= 4;
      in_frame      <= 1'b0;
      fcs_error_r   <= 1'b0;
    end
    else begin
      if (start_of_frame) begin
        in_frame   <= 1'b1;
        start_cntr <= 3;
      end
      if (end_of_frame)
        fcs_byte_cntr <= fcs_byte_cntr - 4'd1;
      if (start_of_frame || in_frame) begin  
        crc_r[0] <= crc_r[24] ^ crc_r[30] ^ data_proc[0];
        crc_r[1] <= crc_r[24] ^ crc_r[25] ^ crc_r[30] ^ crc_r[31] ^ data_proc[1];
        crc_r[2] <= crc_r[24] ^ crc_r[25] ^ crc_r[26] ^ crc_r[30] ^ crc_r[31] ^ data_proc[2];
        crc_r[3] <= crc_r[25] ^ crc_r[26] ^ crc_r[27] ^ crc_r[31] ^ data_proc[3];
        crc_r[4] <= crc_r[24] ^ crc_r[26] ^ crc_r[27] ^ crc_r[28] ^ crc_r[30] ^ data_proc[4];
        crc_r[5] <= crc_r[24] ^ crc_r[25] ^ crc_r[27] ^ crc_r[28] ^ crc_r[29] ^ crc_r[30] ^ crc_r[31] ^ data_proc[5];
        crc_r[6] <= crc_r[25] ^ crc_r[26] ^ crc_r[28] ^ crc_r[29] ^ crc_r[30] ^ crc_r[31] ^ data_proc[6];
        crc_r[7] <= crc_r[24] ^ crc_r[26] ^ crc_r[27] ^ crc_r[29] ^ crc_r[31] ^ data_proc[7];
        crc_r[8] <= crc_r[0] ^ crc_r[24] ^ crc_r[25] ^ crc_r[27] ^ crc_r[28];
        crc_r[9] <= crc_r[1] ^ crc_r[25] ^ crc_r[26] ^ crc_r[28] ^ crc_r[29];
        crc_r[10] <= crc_r[24] ^ crc_r[26] ^ crc_r[27] ^ crc_r[29] ^ crc_r[2];
        crc_r[11] <= crc_r[24] ^ crc_r[25] ^ crc_r[27] ^ crc_r[28] ^ crc_r[3];
        crc_r[12] <= crc_r[24] ^ crc_r[25] ^ crc_r[26] ^ crc_r[28] ^ crc_r[29] ^ crc_r[30] ^ crc_r[4];
        crc_r[13] <= crc_r[25] ^ crc_r[26] ^ crc_r[27] ^ crc_r[29] ^ crc_r[30] ^ crc_r[31] ^ crc_r[5];
        crc_r[14] <= crc_r[26] ^ crc_r[27] ^ crc_r[28] ^ crc_r[30] ^ crc_r[31] ^ crc_r[6];
        crc_r[15] <= crc_r[27] ^ crc_r[28] ^ crc_r[29] ^ crc_r[31] ^ crc_r[7];
        crc_r[16] <= crc_r[24] ^ crc_r[28] ^ crc_r[29] ^ crc_r[8];
        crc_r[17] <= crc_r[25] ^ crc_r[29] ^ crc_r[30] ^ crc_r[9];
        crc_r[18] <= crc_r[10] ^ crc_r[26] ^ crc_r[30] ^ crc_r[31];
        crc_r[19] <= crc_r[11] ^ crc_r[27] ^ crc_r[31];
        crc_r[20] <= crc_r[12] ^ crc_r[28];
        crc_r[21] <= crc_r[13] ^ crc_r[29];
        crc_r[22] <= crc_r[14] ^ crc_r[24];
        crc_r[23] <= crc_r[15] ^ crc_r[24] ^ crc_r[25] ^ crc_r[30];
        crc_r[24] <= crc_r[16] ^ crc_r[25] ^ crc_r[26] ^ crc_r[31];
        crc_r[25] <= crc_r[17] ^ crc_r[26] ^ crc_r[27];
        crc_r[26] <= crc_r[18] ^ crc_r[24] ^ crc_r[27] ^ crc_r[28] ^ crc_r[30];
        crc_r[27] <= crc_r[19] ^ crc_r[25] ^ crc_r[28] ^ crc_r[29] ^ crc_r[31];
        crc_r[28] <= crc_r[20] ^ crc_r[26] ^ crc_r[29] ^ crc_r[30];
        crc_r[29] <= crc_r[21] ^ crc_r[27] ^ crc_r[30] ^ crc_r[31];
        crc_r[30] <= crc_r[22] ^ crc_r[28] ^ crc_r[31];
        crc_r[31] <= crc_r[23] ^ crc_r[29];
        if (start_cntr < 4 && start_cntr != 0)  
          start_cntr <= start_cntr - 4'd1;
        if (fcs_byte_cntr < 4)   
          fcs_byte_cntr <= fcs_byte_cntr - 4'd1;
        if (fcs_byte_cntr == 0) begin  
          fcs_error_r <= (crc_r == 32'h0000_0000) ? 1'b0 : 1'b1;
          in_frame <= 1'b0;
          crc_r         <= 32'b0;
          start_cntr    <= 4;
          fcs_byte_cntr <= 4;
        end
      end
    end
  end
endmodule
```

## design/flow/run.sh

```bash
#!/bin/bash
# OpenROAD 26Q1-2900-gdf79404cd8, Yosys 0.63+post, stock flow scripts
make -C /OpenROAD-flow-scripts/flow DESIGN_CONFIG=/design/flow/config.mk WORK_HOME=/design/flow/orfs finish
```

## design/flow/config.mk

```make
export PLATFORM = sky130hd
export DESIGN_NAME = fcs_parallel_check
export DESIGN_NICKNAME = fcs_parallel_check
export VERILOG_FILES = /design/flow/design.v
export SDC_FILE = /design/flow/constraint.sdc
export NUM_CORES = 4
export LEC_CHECK = 1
export CORE_UTILIZATION = 30
```

## design/flow/constraint.sdc

```tcl
current_design fcs_parallel_check

set clk_period 4.4
set clk_io_pct 0.2

create_clock -name clk0 -period $clk_period [get_ports {clk}]

set non_clock_inputs [all_inputs -no_clocks]
set_input_delay [expr $clk_period * $clk_io_pct] -clock clk0 $non_clock_inputs
set_output_delay [expr $clk_period * $clk_io_pct] -clock clk0 [all_outputs]
```

==> flow_summary.ini <==
; generated from flow reports
[place]
gpl.final_weighted_congestion = 0.8871
dpl-instance-area_sq_mm = 0.002680
worst_setup_slack_after_placement_ns = 1.285
total_of_buffers_placed_on_input_and_output_ports = 12
place_hpwl_microns = 3564

[global_routing]
grt_pass1_vias = 1661
antenna_found_initial = 0
grt-ovfl-total = 0
grt_first_pass_wirelength_microns = 8728
grt_max_degree = 35
grt_util_all_layers_pct = 13.02

[final_layout]
tally_of_filler_cells_in_the_layout = 807
flop_area_sq_um = 840.8
final_util_pct = 34.35
post-route-cell-area_sq_mm = 0.002823
layout-area-overhead-vs-synth_pct = 11.13
drive_gt1_share_pct = 7.813
mi_comb_area_sq_mm = 0.001539

[synth]
synth.yosys.chip_area_sq_mm = 0.002540
mean_instance_size_in_the_synthesized_netlist_sq_um = 10.08
count_of_flip_flops_with_a_built_in_enable_after_synthesis = 0
most_common_reg_cell = dfxtp_1
asyncSetResetFlopFracSynth_pct = 0
syn_inst = 252
netlist.top_cell.by_area = dfxtp_1
synth_flop_count = 42
yosys_warnings = 1
yosys.area.top_type_share_pct = 33.10
top_cells_by_area = dfxtp_1, xnor2_1, xnor3_1
synth.yosys.seq_area_share_pct = 33.10
synth_top_cell_by_count = xnor2_1
synth_stat.cells = 252
synth_cell_types = 41
syn-cell-area_sq_mm = 0.002540
top_cells_by_count = xnor2_1, dfxtp_1, o21ai_0, nand2_1

[floorplanning]
floorplan.rows = 33
floorplan_core_density_pct = 30.91
fp.dieArea_sq_mm = 0.008839
fp.dieH_microns = 94.02
ioPinCount = 13
die_w_microns = 94.02
placeableCoreArea_sq_mm = 0.008217

[detailed_routing]
routed-via-count = 1724
vias_per_cell = 4.776
drt_first_pass_iters = 4
finalWirelength_microns = 5119
route.antenna.diode_count = 0
initialDrtViolationCount = 93
drc = 0
routedWlPerCell_microns = 14.18
route.antenna.remaining_nets = 0

[power]
cellPowerDensity_mw_per_mm2 = 853.3
total_leakage_power_uw = 0.001087
worst_ir_drop_vdd_mv = 0.4577

[hold_path]
hp-class = flop to flop
whs_path_depth = 1

[clock_network]
worst_setup_hold_path_clk_slew_ns = 0.08
tritoncts = done
post_cts_resize_count = 0
clock_tree.buffer_depth = 2
cts_buffers = 5
cts.htree.levels = 2
clock-root-buffer = clkbuf_8
insertion_delay_ns = 0.29
cts_setup_buffers = 0
cts_hold_repair.buffers = 0
cts.sinks = 42

[sta]
worst_slew_margin_rel_pct = 46.75
timing.clock.skew_ns = 0.009499
slew_viol_final = 0
setup_violations = 0
setup-tns-final_ns = 0
grt_setup_unrepaired = no
worst_pin_slew_ns = 0.7927
fin_crit_ns = 2.792
final.setup.worst_slack_ns = 1.608
finalClockPeriodUsage_pct = 63.45
finalHoldViolCount = 0
clock.fmax_mhz = 358.2

[setup_path]
endpoint_kind = flop
timing.critical_path.cells = clkdlybuf4s50_1 -> o21ai_0 -> a21o_2 -> inv_1 -> a211o_2 -> o221a_2
worstPathMaxFanout = 24
worstRegToRegCells = 5
worstPathRequired_ns = 4.59
cp_launch_type = primary input
crit_slowest_cell = clkdlybuf4s50_1
max_stage_delay_ns = 0.55
critical_path_data_arrival_time_ns = 2.98
critical_path_class = primary input to flop

[run_status]
outcome = complete, no violations

[job]
max_cap_violations = 0
warnings = 26
## layer usage
metal  part of all wire (%)  track usage [%]  vias to the layer above
met5                      0                0                        -
met1                     49            19.47                      816
met3                    3.6            2.716                       10
li1                       -                -                      868
met2                     45            19.71                       30
met4                    2.7            2.821                        0
## final timing paths
kind / slack, ns / start / to
setup / recovery: 1.61 / start_of_frame / fcs_byte_cntr[0]
hold reg to reg: 0.48 / start_cntr[3] / start_cntr[3]
hold / removal: 0.48 / start_cntr[3] / start_cntr[3]
setup reg to reg: 2.23 / fcs_byte_cntr[2] / fcs_byte_cntr[0]
## worst max-delay path: cells and delay by family
family	cells	cell delay (ns)
buffers and inverters	2	0.96
AOI/OAI and AO/OA	4	1.13
## logic make-up after synthesis
group | Yosys count | synth area share, %
buf+inv | 28 | 6.305
fa+ha+maj | 5 | 2.463
compound gates | 57 | 14.98
xor+xnor | 77 | 34.53
simple gates | 43 | 8.621
flops | 42 | 33.10
## area by class of cell
type,count,area share [%]
clock buffers,6,2.926
clock inverters,2,2.128
inverters,11,1.463
multi-input cells,182,54.52
flip-flops and latches,42,29.79
well taps,105,4.654
repair buffers,13,4.521
## where the power goes
group          switching (uW)  internal, uW
clock network             134           242
registers                 192           497
logic                     545           799
total                     871          1540
## cells in the final DEF (no fill, tap or decap), types with 2 or more instances in the layout
cell type / count
xnor2_1: 49
dfxtp_1: 42
o21ai_0: 21
nand2_1: 20
xor2_1: 12
a22o_1: 12
clkdlybuf4s50_1: 12
inv_1: 11
xnor3_1: 9
nor4_1: 6
clkbuf_8: 6
nor3_1: 5
a21oi_1: 5
o22ai_1: 5
ha_1: 5
xnor2_2: 4
nor2_1: 4
xor3_1: 2
o21ai_1: 2
nand4_1: 2
o21a_1: 2
bufinv_16: 2
## sequential cells by signal, summed over array words and instances, names as in the netlist
signal         cells
crc_r             32
fcs_byte_cntr      4
start_cntr         4
in_frame           1
fcs_error_r        1
## stage by stage
step	hold slack [ns]	total power, uW	instances
after detailed placement	0.4631	2046	353
after CTS	0.4818	2427	361
final	0.4767	2409	361
after global placement	0.4552	2043	353
after floorplan	0.4399	1836	252
after global routing	0.4942	2591	361
No activity file was given, so power comes from the tool's default toggle rates.
